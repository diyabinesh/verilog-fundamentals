[flow/run.sh]
#!/bin/bash
# OpenROAD 26Q1-2900-gdf79404cd8, Yosys 0.63+post, stock flow scripts
make -C /OpenROAD-flow-scripts/flow DESIGN_CONFIG=/design/flow/config.mk WORK_HOME=/design/flow/orfs finish
[flow/config.mk]
export PLATFORM = sky130hd
export DESIGN_NAME = alu_8bit
export DESIGN_NICKNAME = alu_8bit
export VERILOG_FILES = /design/flow/design.v
export SDC_FILE = /design/flow/constraint.sdc
export NUM_CORES = 4
export LEC_CHECK = 1
export CORE_UTILIZATION = 30
[flow/constraint.sdc]
current_design alu_8bit

set clk_period 28.1
set clk_io_pct 0.2

create_clock -name clk0 -period $clk_period

set non_clock_inputs [all_inputs -no_clocks]
set_input_delay [expr $clk_period * $clk_io_pct] -clock clk0 $non_clock_inputs
set_output_delay [expr $clk_period * $clk_io_pct] -clock clk0 [all_outputs]
[flow/design.v]
`timescale 1ns / 1ps
module alu_8bit(
    input [7:0] operand_a,
    input [7:0] operand_b,
    input [3:0] operation,
    output reg [7:0] result,
    output reg carry_out
);
    always @(*)
    begin
        carry_out = 0;  
        case (operation)
            4'b0000: begin
                {carry_out, result} = operand_a + operand_b;
            end
            4'b0001: begin
                result = operand_a - operand_b;
            end
            4'b0010: result = operand_a * operand_b;
            4'b0011: result = (operand_b != 0) ? (operand_a / operand_b) : 8'b0;
            4'b0100: result = operand_a << 1;
            4'b0101: result = operand_a >> 1;
            4'b0110: result = {operand_a[6:0], operand_a[7]};
            4'b0111: result = {operand_a[0], operand_a[7:1]};
            4'b1000: result = operand_a & operand_b;
            4'b1001: result = operand_a | operand_b;
            4'b1010: result = operand_a ^ operand_b;
            4'b1011: result = ~(operand_a | operand_b);
            4'b1100: result = ~(operand_a & operand_b);
            4'b1101: result = ~(operand_a ^ operand_b);
            4'b1110: result = (operand_a > operand_b) ? 8'd1 : 8'd0;
            4'b1111: result = (operand_a == operand_b) ? 8'd1 : 8'd0;
            default: result = 8'b00000000;
        endcase
    end
endmodule
==> commit_impl_results.txt <==
Refresh implementation metrics

* Final non-filler cell total: 729
* Number of flip-flops and latches: 0
- The critical path maximum fanout is 13.
* Final antenna diode count: 0
* HPWL Detailed: 9.26 mm
* Final Critical Period: 23.17 ns
* Die W: 117 µm
- The count of buffers added on input and output ports is 29.
- Min setup slack post-route: 4.93 ns
- Summed standard-cell area reported by yosys: 3950 µm²
* Filler Cell Count: 1331
* Leakage power total: 1.94 nW
- Once the clock tree was built, the resizer swapped 0 gates to a different size.
- CLK BUF: 0
* Total negative slack: 0 ns
- Among all stages on the critical path, the maximum delay recorded is 0.85 ns.
- Across the run, the number of max-cap violations was 0.
* Total Routing Usage GR: 18.7%
- First DRT Iteration DRCs: 286
* Crit start category: input pin
* Slowest stage cell, crit path: sky130_fd_sc_hd__clkdlybuf4s50_1
- Clk pwr share: 0%
- The timing report notes that buffer and inverter cells on the critical path total 4.
- I/O pin count: 29
- In the Yosys report, the sequential cells make up 0% of the chip area.
- Setup repair after global routing missed its margin: false
* Number of max-slew violations in the final report: 0
- The routed layout reports a DRC error count of 0.
* Maximum clock rate: 43.2 MHz
- Total number of placement rows: 41
* Gpl congestion: 0.953
- Pint: 0.0491 mW
- VDD sags by at most 7.38 µV.
- Data on the critical path is required at its endpoint by 22.48 ns.
- The chip occupies 13600 µm².
- The script logs the mean routed wire length per placed instance as 16.3 µm.
* Drt pass-1 iters: 5
- Placed cell count: 729
- Leftover overflow at the end of global routing: 0
* Remaining number of nets flagged by the antenna check after routing: 0
- The final hold violation count recorded for this run is 0.
* Count of warning messages emitted by the tools: 52
- The detailed router reported a total wirelength of 11.9 mm.
- Relative contribution of combinational cells to total power: 100.0%
- The final report lists the setup-violating endpoint count as 0.
* Flop pwr share: 0%
- The final critical path takes up 82.4% of the cycle.
- CP Class: input pin to primary output
- Largest net degree at the start of global routing: 50
- Per the synthesis report, the number of distinct cell types is 61.
- Antenna violations before repair: 0
- Synthesized netlist cell count: 547
- Worst-case setup slack after placement: 5.06 ns
- After clock tree synthesis, the flow added hold-fix buffers numbering 0.
* HP Class: input pin to primary output
* Routed via count: 3966
* Post-CTS setup-driven buffer insertion count: 0
- Looking at the max-slew report, the worst-margin pin has a slew of 0.787 ns.
- Vias/cell: 5.44
- The run finished with clean final reports.
- In this run the layout overhead on the synthesized area is reported as 11.3%.
- Most repeated library cell on the critical path: sky130_fd_sc_hd__ha_1
* Net Switching: 0.0600 mW
- Share of post-route cells with drive strength above 1: 4.13%
* Normalized max-slew margin: 47.1%
* Vias in the first global route: 3776
* Synth warn: 1
- According to the floorplan report, the placeable core area is 12700 µm².
- Total power divided by cell area: 24.8 nW/µm²
- Global-route wire length before repair: 19.7 mm
- Sw frac: 55.0%
- Data on the critical path arrives at its endpoint at 17.55 ns.
* Synthesized area: 3950 µm²
- FP Core Util: 31.0%
- Synth Area per Inst: 7.22 µm²
- In this design, the largest share of critical-path delay is due to AND-OR/OR-AND gates.
- Die boundary height: 117 µm
* Register area: 0 µm²
- Crit end category: primary output
- Cell count in the Yosys report: 547
[through the flow]
| step | hold slack, ns | cell area (µm²) | utilization (%) | power (mW) |
|---|---|---|---|---|
| 2_1_floorplan | 11.39 | 3950 | - | 0.0803 |
| 3_3_place_gp | 12.46 | 4400 | 34.5 | 0.108 |
| 3_5_place_dp | 12.46 | 4400 | 34.5 | 0.109 |
| 4_1_cts | 12.46 | 4400 | 34.5 | 0.110 |
| 5_1_grt | 12.61 | 4400 | 34.5 | 0.124 |
| 6_report | 12.45 | 4400 | 34.5 | 0.109 |
[layout make-up]
class | count | area [µm²] | share of cell area, %
Multi-Input combinational cell | 472 | 3670 | 83.4
Timing Repair Buffer | 34 | 323 | 7.34
Inverter | 51 | 191 | 4.36
Tap cell | 172 | 215 | 4.90
[synth_stat cells (all sizes together), types with 3 or more instances]
cell type,number,area share [%]
o22ai,7,1.1
mux2,11,3.1
o21a,10,1.9
a221oi,6,1.3
nand2,41,3.9
xor2,8,1.8
nand2b,10,1.6
a31oi,3,0.48
inv,50,4.8
o21bai,4,0.76
clkbuf,16,1.5
a211oi,12,2.3
nor2b,7,1.1
mux2i,12,3.0
nor2,61,5.8
nand4,3,0.48
a21oi,39,4.9
nor4,4,1.0
ha,79,25
nor3,21,2.7
a22oi,4,0.76
o21ai,25,3.3
fa,14,7.1
a21o,8,1.5
o211ai,7,1.3
buf,8,0.76
nand3,7,0.89
xnor2,31,6.9
[logic make-up (layout without fill, tap and decap cells)]
| kind of cell | Yosys count | count (layout) | share of synthesized area (%) |
|---|---|---|---|
| simple gates | 164 | 164 | 19.5 |
| compound gates | 153 | 153 | 26.4 |
| fa+ha+maj | 93 | 93 | 32.1 |
| buf+inv | 75 | 85 | 7.13 |
| xor+xnor | 39 | 39 | 8.65 |
| mux | 23 | 23 | 6.18 |
[routing by layer]
metal | GRT usage [%] | wire length (µm) | vias to the layer above
li1 | - | - | 1996
met1 | 26.9 | 5680 | 1809
met3 | 1.80 | 757 | 16
met5 | 0 | 0 | -
met4 | 4.22 | 286 | 0
met2 | 30.4 | 5190 | 145
[power groups by stage]
stage,Combinational (mW),Sequential [mW],Clock (mW)
finish,0.109,0,0
global route,0.124,0,0
CTS,0.110,0,0
[tightest hold or removal path, cell delays in order]
cell	delay, ns
sky130_fd_sc_hd__buf_2	0.10
sky130_fd_sc_hd__buf_4	0.28
sky130_fd_sc_hd__nor2_1	0.18
sky130_fd_sc_hd__nand2_1	0.11
sky130_fd_sc_hd__nor2_1	0.09
sky130_fd_sc_hd__a41oi_1	0.05
sky130_fd_sc_hd__clkdlybuf4s50_1	0.39
[path summary, 6_finish.rpt]
path / start / slack (ns) / depth (start not counted) / to
max: operand_b[0] / 4.93 / 42 / result[0]
min: operation[0] / 12.45 / 7 / result[0]
[cells in the final DEF (no fill, tap or decap), drive strengths merged, types with 2 or more instances in the layout]
| master | synthesis | layout |
|---|---|---|
| a22oi | 4 | 4 |
| xor2 | 8 | 8 |
| nand2b | 10 | 10 |
| a211oi | 12 | 12 |
| a221o | 2 | 2 |
| nor3 | 21 | 21 |
| nor2b | 7 | 7 |
| o221ai | 2 | 2 |
| mux2 | 11 | 11 |
| xnor2 | 31 | 31 |
| o211ai | 7 | 7 |
| nor2 | 61 | 61 |
| mux2i | 12 | 12 |
| a2111oi | 2 | 2 |
| fa | 14 | 14 |
| nor4 | 4 | 4 |
| a21o | 8 | 8 |
| o2111ai | 2 | 2 |
| nand4 | 3 | 3 |
| inv | 50 | 50 |
| o2111a | 2 | 2 |
| o22ai | 7 | 7 |
| nand3 | 7 | 7 |
| a31oi | 3 | 3 |
| ha | 79 | 79 |
| a311oi | 2 | 2 |
| buf | 8 | 6 |
| a21oi | 39 | 39 |
| clkdlybuf4s50 | 0 | 28 |
| nand2 | 41 | 41 |
| o31a | 2 | 2 |
| o311a | 2 | 2 |
| or4 | 2 | 2 |
| o21a | 10 | 10 |
| a221oi | 6 | 6 |
| o21bai | 4 | 4 |
| o21ai | 25 | 25 |
| a41oi | 2 | 2 |
| nor3b | 2 | 2 |
No activity file was given, so power comes from the tool's default toggle rates.
