## flow/constraint.sdc

```tcl
current_design dice_roller

set clk_period 2.4
set clk_io_pct 0.2

create_clock -name clk0 -period $clk_period [get_ports {clk}]

set non_clock_inputs [all_inputs -no_clocks]
set_input_delay [expr $clk_period * $clk_io_pct] -clock clk0 $non_clock_inputs
set_output_delay [expr $clk_period * $clk_io_pct] -clock clk0 [all_outputs]
```

## flow/config.mk

```make
export PLATFORM = sky130hd
export DESIGN_NAME = dice_roller
export DESIGN_NICKNAME = dice_roller
export VERILOG_FILES = /design/flow/design.v
export SDC_FILE = /design/flow/constraint.sdc
export NUM_CORES = 4
export LEC_CHECK = 1
export CORE_AREA = 10 10 89 89
export DIE_AREA = 0 0 99 99
```

## flow/design.v

```verilog
`timescale 1ns / 1ps
module dice_roller (
    input clk,        
    input rst_n,     
    input btn,       
    output reg [5:0] led
);
    reg [2:0] dice_val; 
    reg [15:0] clk_div; 
    always @(*) begin
        case (dice_val)
            3'd1: led = 6'b000001; 
            3'd2: led = 6'b000010; 
            3'd3: led = 6'b000011; 
            3'd4: led = 6'b001100; 
            3'd5: led = 6'b001101; 
            3'd6: led = 6'b111100; 
            default: led = 6'b000000;
        endcase
    end
    always @(posedge clk or negedge rst_n) begin
        if (!rst_n) begin
            clk_div <= 0;
            dice_val <= 3'd1;
        end else begin
            clk_div <= clk_div + 1;
            if (clk_div == 16'd50000) begin 
                clk_div <= 0;
                if (btn) begin
                    if (dice_val == 3'd6)
                        dice_val <= 3'd1;
                    else
                        dice_val <= dice_val + 1;
                end
            end
        end
    end
endmodule
```

## flow/run.sh

```bash
#!/bin/bash
# OpenROAD 26Q1-2900-gdf79404cd8, Yosys 0.63+post, stock flow scripts
make -C /OpenROAD-flow-scripts/flow DESIGN_CONFIG=/design/flow/config.mk WORK_HOME=/design/flow/orfs finish
```

==> summary.txt <==
flow finished, numbers: outcome completed, die area 0.009801 mm2, met1 Track Usage GR 0.05062, Port Buf Inserts 8, All-Layer GR Usage 0.03738, cts bufs inserted 3, GRT busiest layer met2, Synth top area share 0.4551, yosys warns 1, clock root cell clkbuf_8, ratio of cells with drive above 1 in the final layout 0.1091, I/O pins 9, Latency at later pin between 0.2 and 0.3 ns, Clock Skew 0.0004600 ns, CP max stage cell dfstp_2, Peak Freq 468.5 MHz, Vias 726, RSZ-0062 raised after global routing false, Synth Instances between 90 and 100, Core Footprint 0.005991 mm2, vias in the first global route 689, # rows 28, syn_area_per_cell 10.10 um2, drt pass-1 iters 4, WP data arrival 1.65 ns, synth top area cells dfrtp_1 46%, xnor2_1 8.0%, nor2_1 4.9%, cell accounting for the most synthesized area dfrtp_1, # hold bufs at CTS 0, Clock Sinks 19, WP data required about 1.9 ns, setup TNS 0 ns, Setup-failing EPs final 0, Diodes inserted 0, routed length per placed instance around 9.5 um, critical path class reg2out, dpl hpwl 1331 um, Yosys cell types 31, worst hold path type reg2reg, Worst-path clk slew 0.07 ns, Syn-to-layout area delta 22.50%, die width 99 um, Layout Utilization 0.2024, register share after synthesis 0.4817, Final Max Slew Viols 0, worst-path maximum fanout 3, CTS tree done, DR iter-0 viols 37, worst path cell trace and2_1 -> ha_2 -> inv_1 -> a221oi_1 -> dlygate4sd2_1, Worst setup EP type output port, CTS Buffer Depth 2, minimum clock period 2.134 ns, Routed WL between 1500 and 2000 um, Die Span Y 99 um, final hold vios 0, Yosys Chip Area 989.7 um2, GPL Wtd Cong 0.7979, tool warnings 26, H-tree depth 1, via/cell ratio 3.924, initial antenna violation count 0, grt total ovfl 0, Yosys Instances 98, Slew @ Worst Pin around 0.37 ns, static leakage 0.0005126 uW, FP Core Util 0.1652, total power per unit cell area about 450 mW/mm2, routing usage on met3 0.01903, largest net degree at the start of global routing 20, met2 GRT Util 0.05411, MaxCap Viol Count 0, CP top delay family flip-flops, Buf/Inv on CP 2, first-pass GRT wire length between 3000 and 4000 um, Worst IR Drop VDD approximately 0.00018 V, post-route ant nets 0, Remaining DRCs 0, Synth flops 19, startpoint types register, delay of the slowest cell on the worst path 0.53 ns, Max transition margin 0.7533, final worst-path cycle share 0.8893, Post-Syn Area 989.7 um2
-- area by class of cell --
class                      count  area, um2
fill                         637       4778
sequential                    19      476.7
multi-input combinational     70      474.2
timing repair buffer          11      100.1
tap                           75      93.84
clock buffer                   4      45.04
inverter                       6      22.52
-- where the power goes --
group | switching, uW | leakage, uW | internal [uW]
clock network | 98.1 | 0.0000228 | 118
logic | 6.66 | 0.000238 | 4.02
registers | 0 | 0.000252 | 320
-- kinds of logic after synthesis --
family / Yosys count / share of synthesized area
buffers and inverters: 9 / 0.04171
AND-OR/OR-AND: 9 / 0.06195
AND/OR/NAND/NOR: 44 / 0.2503
multiplexers: 1 / 0.01138
adder cells (fa/ha/maj): 3 / 0.03793
XOR/XNOR: 13 / 0.1150
flip-flops: 19 / 0.4817
-- cells in the mapped netlist (all sizes together) --
cell / instances
nand2b: 1
nor2: 13
a221oi: 1
o21bai: 1
a21oi: 1
or3: 1
nor4: 3
and3: 1
and2: 2
dfrtp: 18
buf: 2
nor2b: 1
or4: 3
nand3: 7
nor3: 2
nand4: 5
inv: 6
a22o: 1
mux2: 1
o21ai: 3
nand2: 5
o311ai: 1
ha: 3
xnor2: 9
clkbuf: 1
xor2: 4
dfstp: 1
o21a: 1
-- state kept, by name, summed over array words and instances, names as in the netlist --
name      cells
clk_div      16
dice_val      3
-- placed cells by master (no fill, tap or decap), drive strengths merged, types with 2 or more instances in the layout --
| cell type | Yosys | routed |
|---|---|---|
| nor3 | 2 | 2 |
| clkdlybuf4s50 | 0 | 6 |
| or4 | 3 | 3 |
| xor2 | 4 | 4 |
| inv | 6 | 6 |
| and2 | 2 | 2 |
| nor4 | 3 | 3 |
| buf | 2 | 3 |
| clkbuf | 1 | 4 |
| nor2 | 13 | 13 |
| o21ai | 3 | 3 |
| nand3 | 7 | 7 |
| dlygate4sd2 | 0 | 2 |
| xnor2 | 9 | 9 |
| ha | 3 | 3 |
| nand2 | 5 | 5 |
| nand4 | 5 | 5 |
| dfrtp | 18 | 18 |
-- worst paths after layout --
path | startpoint | endpoint | slack (ns) | cells after the start
max in group asynchronous | rst_n | dice_val[0] | 1.58 | 2
worst max-delay path | dice_val[0] | led[1] | 0.27 | 5
min in group asynchronous | rst_n | clk_div[11] | 0.55 | 2
worst min-delay path | clk_div[7] | clk_div[7] | 0.50 | 1
worst max register to register | clk_div[13] | dice_val[1] | 0.39 | 4
worst min register to register | clk_div[7] | clk_div[7] | 0.50 | 1
-- metrics by stage --
step           setup slack (ns)  hold WS (ns)  std cells  instance area (um2)  total power (uW)
2_1_floorplan            0.4622        0.1844         98                989.7             326.4
4_1_cts                  0.2339        0.5011        185                 1212             561.6
3_5_place_dp             0.1232        0.4912        180                 1160             337.7
3_3_place_gp             0.1734        0.4814        180                 1160             337.8
5_1_grt                 0.08914        0.5307        185                 1212             576.2
6_report                 0.2656        0.4964        185                 1212             546.7
-- metal layers --
metal  up-vias  routed length [um]  part of all wire
li1        367                   -                 -
met2        13                 723              0.41
met5         -                   0                 0
met1       344                 883              0.50
met4         0                  12            0.0068
met3         2                 139             0.079
-- repair_timing --
| action | 4_1_cts | 5_1_grt |
|---|---|---|
| gates resized | 3 | 0 |
| setup buffers | 1 | 0 |
| endpoints found under the setup margin | 2 | 0 |
Power is estimated from default activity; no workload was simulated.
