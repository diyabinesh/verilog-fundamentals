File: design/flow/config.mk
export PLATFORM = sky130hd
export DESIGN_NAME = Traffic_Light_Controller
export DESIGN_NICKNAME = Traffic_Light_Controller
export VERILOG_FILES = /design/flow/design.v
export SDC_FILE = /design/flow/constraint.sdc
export NUM_CORES = 4
export LEC_CHECK = 1
export CORE_AREA = 10 10 85 85
export DIE_AREA = 0 0 95 95
File: design/flow/constraint.sdc
current_design Traffic_Light_Controller

set clk_period 2.1
set clk_io_pct 0.2

create_clock -name clk0 -period $clk_period [get_ports {clk}]

set non_clock_inputs [all_inputs -no_clocks]
set_input_delay [expr $clk_period * $clk_io_pct] -clock clk0 $non_clock_inputs
set_output_delay [expr $clk_period * $clk_io_pct] -clock clk0 [all_outputs]
File: design/flow/design.v
`timescale 1ns / 1ps
module Traffic_Light_Controller(
    input clk,rst,
    output reg [2:0]light_M1,
    output reg [2:0]light_S,
    output reg [2:0]light_MT,
    output reg [2:0]light_M2
    );
    parameter  S1=0, S2=1, S3 =2, S4=3, S5=4,S6=5;
    reg [3:0]count;
    reg[2:0] ps;
    parameter  sec7=7,sec5=5,sec2=2,sec3=3;
    always@(posedge clk or posedge rst)
        begin
        if(rst==1)
        begin
        ps<=S1;
        count<=0;
        end
        else
            case(ps)
                S1: if(count<sec7)
                        begin
                        ps<=S1;
                        count<=count+1;
                        end
                    else
                        begin
                        ps<=S2;
                        count<=0;
                        end
                S2: if(count<sec2)
                        begin
                        ps<=S2;
                        count<=count+1;
                        end
                    else
                        begin
                        ps<=S3;
                        count<=0;
                        end
                S3: if(count<sec5)
                        begin
                        ps<=S3;
                        count<=count+1;
                        end
                    else
                        begin
                        ps<=S4;
                        count<=0;
                        end
                S4:if(count<sec2)
                        begin
                        ps<=S4;
                        count<=count+1;
                        end
                    else
                        begin
                        ps<=S5;
                        count<=0;
                        end
                S5:if(count<sec3)
                        begin
                        ps<=S5;
                        count<=count+1;
                        end
                    else
                        begin
                        ps<=S6;
                        count<=0;
                        end
                S6:if(count<sec2)
                        begin
                        ps<=S6;
                        count<=count+1;
                        end
                    else
                        begin
                        ps<=S1;
                        count<=0;
                        end
                default: ps<=S1;
                endcase
            end   
            always@(ps)    
            begin
                case(ps)
                    S1:
                    begin
                       light_M1<=3'b001;
                       light_M2<=3'b001;
                       light_MT<=3'b100;
                       light_S<=3'b100;
                    end
                    S2:
                    begin 
                       light_M1<=3'b001;
                       light_M2<=3'b010;
                       light_MT<=3'b100;
                       light_S<=3'b100;
                    end
                    S3:
                    begin
                       light_M1<=3'b001;
                       light_M2<=3'b100;
                       light_MT<=3'b001;
                       light_S<=3'b100;
                    end
                    S4:
                    begin
                       light_M1<=3'b010;
                       light_M2<=3'b100;
                       light_MT<=3'b010;
                       light_S<=3'b100;
                    end
                    S5:
                    begin
                       light_M1<=3'b100;
                       light_M2<=3'b100;
                       light_MT<=3'b100;
                       light_S<=3'b001;
                    end
                    S6:
                    begin 
                       light_M1<=3'b100;
                       light_M2<=3'b100;
                       light_MT<=3'b100;
                       light_S<=3'b010;
                    end
                    default:
                    begin 
                       light_M1<=3'b000;
                       light_M2<=3'b000;
                       light_MT<=3'b000;
                       light_S<=3'b000;
                    end
                    endcase
            end                
endmodule
File: design/flow/run.sh
#!/bin/bash
# OpenROAD 26Q1-2900-gdf79404cd8, Yosys 0.63+post, stock flow scripts
make -C /OpenROAD-flow-scripts/flow DESIGN_CONFIG=/design/flow/config.mk WORK_HOME=/design/flow/orfs finish
==> run summary <==
yosys + openroad results -> outcome=finished, final reports clean, mapped cell area=673 sq um, crit path launch type=register, asr flop ratio synth=100%, first-pass GRT wire length=2700 microns, Buf/Inv on CP=1, crit-path max cell delay=420 ps, CTS Buffer Depth=2, Max FO, Critical Path=4, Final min period=2040 ps, clk sinks=10, area fraction in xor and xnor cells=0%, Worst Hold Class=input port to asynchronous set/reset pin, period utilisation layout=97.3%, Max Clock Skew=5.04 ps, Basic Gates by Area=25.7%, GRT Residual Overflow=0, drc violations=0, worst-margin pin slew=388 ps, die width=95 microns, CP max stage cell=clkdlybuf4s50_1, Distinct cells, synth=32, stage-log warning count=26, clk ins delay skew pair=230 ps, Inserted Clock Buffers=3, CP cell instances=or2_4, or3_1, clkdlybuf4s50_1, Synth Seq Share=37.4%, post-synthesis compound-gate area fraction=18.2%, Core Region=0.00547 sq mm, Commonest Layout Cell=clkdlybuf4s50_1, fill cell count=614, Die ar.=0.00903 sq mm, static leakage=0.000407 uW, Die Y=95 microns, Final Slew Violations=0, H-tree depth=1, DRT Wirelength=1700 microns, Area leader share=33.5%, Largest cells by area=dfrtp_1 (33%), dfstp_2 (3.9%), nor2_1 (3.9%), a21oi_1 (3.7%), ha_1 (3.7%), Comb power frac=1.3%, Top Layout Cells=clkdlybuf4s50_1 (12), dfrtp_1 (8), nor2_1 (7), buf_4 (7), inv_1 (6), drt first pass iters=4, Mapped Cells=77, row count=27, GRT Total Usage=3.80%, routability cong.=0.835, CTS Hold Buffers Added=0, largest net degree at the start of global routing=12, Pint=360 uW, CP top delay family=simple AND/OR/NAND/NOR gates, TritonCTS clock tree=yes, Vias/cell=3.72, synthesis-stage register bit count=10, Initial Util=12.3%, Routed WL per cell=10.4 microns, dominant cell type by area after synthesis=dfrtp_1, CTS clk-pin slew, worst paths=50 ps, comb area leader=simple AND/OR/NAND/NOR gates, Synth Warn #=1, Post-synth EDFFs=0, maxcap violations=0, VDD IR max=0.233 mV, Port Buffer Count=13, ys cells=77, Crit Path Class=register to output pin, via count=606, CTS root buf=clkbuf_8, Final Power=437 uW, Final Hold Viols=0, max_slew headroom=73.4%, CP arrival=1620 ps, average cell area after synthesis=8.74 sq um, Synth-to-Final Area Change=39.4%, I/O pins=14, post-synthesis adder-cell area fraction=3.72%, drt first-iter violations=32, Flop area=253 sq um, CP Capture Type=output pin, post-place setup slack=187 ps, Synth Flop Type=dfrtp_1, vias in the first global route=592, post-route worst setup slack=56.0 ps, pwr dens=466 mW/mm^2, f_max=489 MHz, Switching Fraction=17.7%, Post-DP HPWL=1240 microns, post-synth area from yosys stat=673 sq um, sw power=77.4 uW, number of antenna diodes=0, Post-synth mux share=1.49%, MI comb area=333 sq um, clock power share=54.5%, initial antenna violation count=0, Worst EP required=1680 ps, layout cells sized above 1=24.2%, sequential group share of total power=44.2%, Post-DRT Antenna Nets=0, final-report setup violation count=0
==> layout make-up <==
class	count	share of cell area [%]
clock buffer	4	5.87
inverter	6	2.40
multi-input combinational	51	35.5
sequential	10	26.9
tap	72	9.60
timing repair buffer	20	19.7
==> per-layer routing <==
metal / wire (microns) / share of wire [%] / vias up / GRT usage, %
li1: - / - / 290 / -
met1: 724 / 43 / 284 / 4.24
met2: 750 / 44 / 28 / 6.41
met3: 197 / 12 / 4 / 2.00
met4: 31 / 1.8 / 0 / 0.623
met5: 0 / 0 / - / 0
==> worst paths after layout <==
kind / depth (start not counted) / end / startpoint / slack, ps
worst max-delay path: 3 / light_MT[2] / ps[4] / 60
worst min-delay path: 2 / ps[3] / rst / 460
worst max register to register: 5 / count[0] / ps[1] / 450
worst min register to register: 1 / count[0] / count[0] / 520
max in group asynchronous: 2 / ps[0] / rst / 1320
min in group clk0: 1 / count[0] / count[0] / 520
==> repair_timing <==
action / 4_1_cts / 5_1_grt
pin swaps: 0 / 2
gates resized: 2 / 1
setup buffers: 2 / 3
setup endpoints to repair: 3 / 2
==> through the flow <==
step                area (sq um)  hold slack, ps  utilization [%]  std cells  setup TNS (ps)
floorplan                    673             259                -         77               0
global placement             840             515             15.3        154               0
detailed placement           840             515             15.3        154               0
CTS                          913             485             16.7        160               0
global route                 938             512             17.1        163           -9.83
finish                       938             463             17.1        163               0
==> synth_stat cells (2+ instances only) <==
cell type and instances:
dfrtp_1 9, nor2_1 7, clkbuf_1 6, inv_1 6, a21oi_1 5, nand2_1 5
nor3_1 5, o21ai_0 4, buf_6 2, ha_1 2, nand2b_1 2, o31ai_2 2
or3_1 2, or4_4 2
==> cell families after synthesis <==
logic type,Yosys count
flops,10
compound gates,18
buf+inv,16
simple gates,30
mux,1
fa+ha+maj,2
==> registers in the layout, indices dropped and copies added, names as in the netlist <==
register and cells:
ps 6, count 4
==> power by group through the flow <==
stage | clock network (uW) | logic (uW) | registers [uW]
CTS | 243 | 6.01 | 193
global route | 261 | 6.75 | 193
finish | 238 | 5.51 | 193
Power is estimated from default activity; no workload was simulated.
